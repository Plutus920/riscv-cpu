## /design/flow/run.sh

```bash
#!/bin/bash
# OpenROAD 26Q1-2900-gdf79404cd8, Yosys 0.63+post, stock flow scripts
make -C /OpenROAD-flow-scripts/flow DESIGN_CONFIG=/design/flow/config.mk WORK_HOME=/design/flow/orfs finish
```

## /design/flow/config.mk

```make
export PLATFORM = sky130hd
export DESIGN_NAME = riscv_alu
export DESIGN_NICKNAME = riscv_alu
export VERILOG_FILES = /design/flow/design.v
export SDC_FILE = /design/flow/constraint.sdc
export NUM_CORES = 4
export LEC_CHECK = 1
export CORE_UTILIZATION = 40
```

## /design/flow/constraint.sdc

```tcl
current_design riscv_alu

set clk_period 13.4
set clk_io_pct 0.2

create_clock -name clk0 -period $clk_period

set non_clock_inputs [all_inputs -no_clocks]
set_input_delay [expr $clk_period * $clk_io_pct] -clock clk0 $non_clock_inputs
set_output_delay [expr $clk_period * $clk_io_pct] -clock clk0 [all_outputs]
```

## /design/flow/design.v

```verilog
module riscv_alu(  
                    input [3:0] opcode, 
                    input [31:0] a,
                    input [31:0] b,
                    output reg [31:0] out);
wire shift_dir = (opcode == 4'b0111 || opcode == 4'b1000);
wire shift_arith = (opcode == 4'b1000); 
wire [31:0] shift_output;
barrel_shifter shifter_inst( .in(a),
                            .n(b[4:0]),
                            .dir(shift_dir),
                            .arith(shift_arith),
                            .out(shift_output)
                            );
always @(*) begin 
    out = 32'b0; 
    case (opcode)
    4'b0001: out = (a + b);
    4'b0010: out = (a-b);
    4'b0011: out = (a&b);
    4'b0100: out = (a|b);
    4'b0101: out =  (a^b);
    4'b0110: out = shift_output; 
    4'b0111: out = shift_output; 
    4'b1000: out = shift_output;
    default: out = 32'b0; 
    endcase 
end
endmodule
module barrel_shifter(
                        input [31:0] in, 
                        input [4:0] n,
                        input dir,
                        input arith,
                        output wire [31:0] out);
reg [31:0] shift_left_1;
reg [31:0] shift_left_2;
reg [31:0] shift_left_4;
reg [31:0] shift_left_8;
reg [31:0] shift_left_16;
reg [31:0] shift_right_1;
reg [31:0] shift_right_2;
reg [31:0] shift_right_4;
reg [31:0] shift_right_8;
reg [31:0] shift_right_16;
reg [31:0] shift_right_fill; 
reg [31:0] result; 
always @(in or n or dir or arith) begin 
    result = 32'b0;
    shift_left_1 = 32'b0;
    shift_left_2 = 32'b0;
    shift_left_4 = 32'b0;
    shift_left_8 = 32'b0;
    shift_left_16 = 32'b0;
    shift_right_1 = 32'b0;
    shift_right_2 = 32'b0;
    shift_right_4 = 32'b0;
    shift_right_8 = 32'b0;
    shift_right_16 = 32'b0; 
    shift_right_fill = 32'b0;
    if(dir==0) begin  
        if(n[0] == 1'b1)
            shift_left_1 = {in[30:0],1'b0};
        else
            shift_left_1 = in; 
        if(n[1] == 1'b1)
            shift_left_2 = {shift_left_1[29:0], 2'b00};
        else 
            shift_left_2 = shift_left_1; 
        if (n[2] == 1'b1)
            shift_left_4 = {shift_left_2[27:0], 4'b0000};
        else 
            shift_left_4 = shift_left_2;
        if (n[3] == 1'b1)
            shift_left_8 = {shift_left_4[23:0], 8'b00000000};
        else
            shift_left_8 = shift_left_4;
        if(n[4] == 1'b1)
            shift_left_16 = {shift_left_8[15:0], 16'b0000000000000000};
        else
            shift_left_16 = shift_left_8;
        result = shift_left_16; 
    end else begin   
        if (in[31] == 1 && arith == 1) 
            shift_right_fill = 32'hFFFFFFFF;
        else
            shift_right_fill = 32'h00000000;
        if(n[0] == 1'b1)
            shift_right_1 = {shift_right_fill[31], in[31:1]};
        else 
            shift_right_1 = in;
        if(n[1] == 1'b1)
            shift_right_2 = {shift_right_fill[31:30], shift_right_1[31:2]};
        else
            shift_right_2 = shift_right_1;
        if(n[2] == 1'b1)
            shift_right_4 = {shift_right_fill[31:28], shift_right_2[31:4]};
        else
            shift_right_4 = shift_right_2;
        if(n[3] == 1'b1)
            shift_right_8 = {shift_right_fill[31:24], shift_right_4[31:8]};
        else 
            shift_right_8 = shift_right_4;
        if(n[4] == 1'b1)
            shift_right_16 = {shift_right_fill[15:0], shift_right_8[31:16]};
        else 
            shift_right_16 = shift_right_8; 
        result = shift_right_16; 
        end
    end
    assign out = result; 
endmodule
```

==> results.sh <==
# yosys + openroad results
export IMPL_ioPinCount=100
export IMPL_final_core_util_pct=47.41
export IMPL_cts_setup_buffers=0
export IMPL_diodes=0
export IMPL_drc=0
export IMPL_synth_cell_types=65
export IMPL_final_cell_count_no_fill=1348
export IMPL_cp_end_kind="output pin"
export IMPL_routed_wl_mm=31.36
export IMPL_ctsResizeCount=0
export IMPL_grt_pass1_vias=8043
export IMPL_num_fill_cells=1978
export IMPL_maxUsedRoutingLayer="met5"
export IMPL_grt_max_degree=71
export IMPL_via_count=8588
export IMPL_rsz0062_at_grt="false"
export IMPL_power_density_nw_per_um2=42.51
export IMPL_chip_area_um2=20010
export IMPL_routed_wl_met3_mm=3.752
export IMPL_setup_viol_count_final=0
export IMPL_antenna_found_initial=2
export IMPL_mi_logic_area_um2=7219
export IMPL_cp_required_ps=10720
export IMPL_status="finished, final reports clean"
export IMPL_leakagePower_nw=3.633
export IMPL_post_drt_via_cell_ratio=6.371
export IMPL_warnings=66
export IMPL_syn_inst=1045
export IMPL_drtIter0Drc=679
export IMPL_hold_path_class="primary input to output pin"
export IMPL_seq_area_um2=0
export IMPL_report_final_slew_viol_count=0
export IMPL_tightestPinTransition_ps=890.6
export IMPL_placed_cells=1348
export IMPL_arrival_ps=8040
export IMPL_synth_chip_area_um2=7780
export IMPL_post_route_period_util_pct=79.99
export IMPL_firstDrtPassIters=5
export IMPL_cp_max_fo=58
export IMPL_setup_tns_ps=0
export IMPL_synth_top_area_share_pct=19.11
export IMPL_synth_warnings=2
export IMPL_met2_length_mm=13.14
export IMPL_ys_seq_share_pct=0
export IMPL_grt_usage_pct=32.49
export IMPL_core_area_um2=18890
export IMPL_place_gp_congestion=0.9855
export IMPL_yosys_area_top_type="mux4_2"
export IMPL_cap_violations=0
export IMPL_syn_area_um2=7780
export IMPL_grt_ovfl_total=0
export IMPL_clock_buffers=0
export IMPL_cts_hold_buf=0
export IMPL_die_w_um=141.5
export IMPL_placed_cell_area_um2=8957
export IMPL_avgSynthCellArea_um2=7.445
export IMPL_area_delta_synth_final_pct=15.13
export IMPL_topCellsByArea="mux4_2, ha_1, nor2_1, mux2i_1, a21oi_1"
export IMPL_fin_area_um2=8957
export IMPL_hold_ws_ps=6485
export IMPL_rows=50
export IMPL_yosys_cells=1045
export IMPL_ir_drop_v=0.00001857
export IMPL_dieHeight_um=141.5
export IMPL_dpl_hpwl_mm=23.81
export IMPL_drt_met1_wl_mm=13.17
export IMPL_fin_crit_ps=10720
export IMPL_port_buffers=100
export IMPL_flops=0
export IMPL_hold_viol_final=0
export IMPL_ant_nets=0
export IMPL_drive_above_1_share_pct=10.48
export IMPL_fp_util_pct=41.18
export IMPL_path_class="primary input to output pin"
export IMPL_routedWlPerCell_um=23.26
export IMPL_fmax_ghz=0.09329
export IMPL_grt_pass1_wl_mm=47.88
export IMPL_start_kind="primary input"
export IMPL_max_slew_margin_rel_pct=39.69
-- path summary, 6_finish.rpt --
path	start	end	slack (ps)	depth (start not counted)
worst max-delay path	b[2]	out[31]	2680	18
worst min-delay path	b[0]	out[0]	6490	5
-- metrics by stage --
stage               setup slack (ps)  power [mW]
global route                    2268      0.4137
floorplan                       4250      0.2375
CTS                             2666      0.3756
detailed placement              2663      0.3736
global placement                2760      0.3759
finish                          2681      0.3808
-- report_power, final --
group | switching (mW) | leakage (nW) | internal [mW]
combinational | 0.213 | 3.63 | 0.168
clock | 0 | 0 | 0
sequential | 0 | 0 | 0
-- cell families after synthesis --
| family | share of synthesized area [%] |
|---|---|
| xor+xnor | 5.629 |
| buf+inv | 7.462 |
| simple gates | 18.19 |
| compound gates | 27.58 |
| fa+ha+maj | 15.86 |
| mux | 25.28 |
-- final cells by class --
| cell class | instances | area share [%] |
|---|---|---|
| multi-input cells | 894 | 80.60 |
| inverters | 73 | 3.059 |
| repair buffers | 121 | 12.71 |
| well taps | 260 | 3.632 |
-- synthesized netlist by cell type (5+ instances only) --
master and number:
nor2_1 122, nand2_1 71, mux2i_1 39, o211ai_1 20
nor3_1 23, nor2b_1 6, o311ai_1 5, nor4_1 9
and3_1 5, a21oi_1 72, xnor2_1 40, a31oi_1 21
a221oi_1 20, a211oi_1 12, a22oi_1 12, clkbuf_1 53
inv_1 71, o21ai_0 46, o22ai_1 6, nand4_1 7
o21a_1 11, or3_1 11, mux2_2 6, o31ai_1 7
o221ai_1 6, buf_2 11, o2111ai_1 12, o21ai_1 33
buf_1 14, mux4_2 66, nand3_1 23, a21o_1 18
nand2b_1 5, xor2_1 10, ha_1 97
-- cells in the final DEF, fill, tap and decap left out, drive strengths merged, types with 5 or more instances in the layout --
| cell type | instances |
|---|---|
| a211oi | 12 |
| a21o | 18 |
| a21oi | 72 |
| a221oi | 20 |
| a22oi | 12 |
| a31oi | 21 |
| and3 | 5 |
| buf | 26 |
| clkdlybuf4s50 | 95 |
| ha | 97 |
| inv | 73 |
| mux2 | 8 |
| mux2i | 39 |
| mux4 | 66 |
| nand2 | 72 |
| nand2b | 5 |
| nand3 | 23 |
| nand4 | 7 |
| nor2 | 122 |
| nor2b | 6 |
| nor3 | 24 |
| nor4 | 10 |
| o2111ai | 12 |
| o211ai | 20 |
| o21a | 11 |
| o21ai | 79 |
| o221ai | 6 |
| o22ai | 6 |
| o311ai | 7 |
| o31ai | 7 |
| or2 | 7 |
| or3 | 11 |
| xnor2 | 40 |
| xor2 | 10 |
-- worst max-delay path, cell delays in order --
cell             delay, ps
buf_2                   90
buf_4                  310
or3_1                  590
nor4_4                 430
nand2_2                170
nor4_1                 290
nor2_1                  90
xnor2_1                140
ha_1                   430
and4_1                 280
and3_1                 230
nand3_1                 90
a211oi_1               360
o211ai_1               170
a211oi_1               670
nor3_1                  90
or4_1                  480
clkdlybuf4s50_1        420
-- per-layer routing --
layer  track usage, %  vias up
li1                 -     4068
met1            45.21     4028
met2            45.81      417
met3            13.20       71
met4            11.60        4
met5                0        -
Power and IR drop assume default switching activity.
